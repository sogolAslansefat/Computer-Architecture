===== run.sh =====
#!/bin/bash
# OpenROAD 26Q1-2900-gdf79404cd8, Yosys 0.63+post, stock flow scripts
make -C /OpenROAD-flow-scripts/flow DESIGN_CONFIG=/design/flow/config.mk WORK_HOME=/design/flow/orfs finish

===== config.mk =====
export PLATFORM = sky130hd
export DESIGN_NAME = ALU
export DESIGN_NICKNAME = ALU
export VERILOG_FILES = /design/flow/design.v
export SDC_FILE = /design/flow/constraint.sdc
export NUM_CORES = 4
export LEC_CHECK = 1
export CORE_UTILIZATION = 30

===== constraint.sdc =====
current_design ALU

set clk_period 14.6
set clk_io_pct 0.2

create_clock -name clk0 -period $clk_period

set non_clock_inputs [all_inputs -no_clocks]
set_input_delay [expr $clk_period * $clk_io_pct] -clock clk0 $non_clock_inputs
set_output_delay [expr $clk_period * $clk_io_pct] -clock clk0 [all_outputs]

===== design.v =====
`timescale 1ns/1ns
module ALU(input [2:0] ALUOperation, input [31:0] a, b, output zero, SIGN, output reg [31:0] w);
    parameter [2:0] ADD = 0, SUB = 1, AND = 2, OR = 3, SLT = 4, SLTU = 5, XOR = 6;
    always @(a , b , ALUOperation) begin
        case (ALUOperation)
            ADD   :  w = a + b;
            SUB   :  w = a - b;
            AND   :  w = a & b;
            OR    :  w = a | b;
            SLT   :  w = a < b ? 32'b1 : 32'b0;
            SLTU  :  w = $unsigned(a) < $unsigned(b) ? 32'b1 : 32'b0;
            XOR   :  w = a ^ b;
            default:  w = 32'bz;
        endcase
    end
    assign zero = (~|w);
    assign SIGN = w[31];
endmodule

==> qor.csv <==
stage,metric,value,unit
run_status,run status,finished clean,
global_routing,initial antenna violation count,0,
hold_path,Min-Delay Path Class,primary input to output port,
clock_tree,postcts setup bufs,0,
cells_and_area,register area,0,um^2
sta,"Min Clock Period, post-route",10.96,ns
synth,Post-Syn Area per Cell,6.364,um^2
synth,commonest cells in the netlist,"99 x inv_1, 97 x a21oi_1, 96 x ha_1",
synth,Synth Seq Share,0,%
cells_and_area,Post-Layout Inst Area,0.007057,mm^2
critical_path,Setup CP Type,primary input to output port,
critical_path,critical path startpoint category,primary input,
floorplan,Initial Util,31.05,%
place,placed inst area,0.007057,mm^2
place,Port Buffers,101,
route,final WL,23100,um
synth,Synth top area share,20.34,%
power_and_ir_drop,pwr/cell area,41.86,mW/mm^2
place,DP Wirelength,18050,um
cells_and_area,"Cell Count, Final, Fillers Out",1237,
floorplan,die height,142.3,um
critical_path,Setup crit end,zero,
critical_path,worst setup path startpoint,ALUOperation[2],
synth,Mapped Cells,928,
floorplan,I/O pins,101,
cells_and_area,registers,0,
route,routed via count,7062,
global_routing,global-route wire length before repair,36420,um
clock_tree,Post-CTS Resized,0,
sta,Fin. Hold Viols,0,
synth,Synth top cell by count,inv_1,
route,n_diodes,0,
route,Final ANT Viol Nets,0,
critical_path,WP data arrival,8.04,ns
route,Pre-antenna DRT Iters,5,
synth,Yosys cell types,79,
global_routing,grt total ovfl,0,
flow_run,max_cap viols,0,
power_and_ir_drop,maximum vdd drop,0.01675,mV
critical_path,crit path DRT,11.68,ns
critical_path,Crit. End Element,output port,
global_routing,largest net degree at the start of global routing,58,
cells_and_area,Area growth syn-to-layout,19.49,%
sta,worst slew pin tran,0.8025,ns
place,Placed Instances,1237,
flow_run,total tool warning count,96,
synth,YS chip area,0.005906,mm^2
route,DRC viols,0,
floorplan,chip area,0.02025,mm^2
sta,Max transition margin,46.50,%
hold_path,Hold Path Cell Cnt,6,
power_and_ir_drop,Leakage,3.072,nW
sta,fmax,91.24,MHz
cells_and_area,CLK BUF,0,
sta,Setup TNS,0,ns
floorplan,core area,0.01902,mm^2
sta,unrepaired setup endpoints after global routing,no,
route,routed vias/inst,5.709,
sta,Max Slew Vio Count,0,
synth,Mapped Area,0.005906,mm^2
synth,# Cells Yosys,928,
route,DR WL/cell,18.67,um
cells_and_area,layout cells sized above 1,4.197,%
global_routing,Total GRT Usage,22.96,%
sta,post-route clock period utilization,75.07,%
synth,Yosys top cell by area,ha_1,
route,initial DRC count,702,
sta,hold slack,6.926,ns
critical_path,CP Max Fanout,50,
synth,synth warn,2,
floorplan,Die Wd,142.3,um
global_routing,vias in the first global route,6586,
cells_and_area,Final Core Density,37.11,%
clock_tree,cts hold-fix bufs,0,
place,gp weighted congestion,0.9813,
synth,synth top area cells,"ha_1 20%, a21oi_1 8.2%, inv_1 6.3%",
floorplan,Rows,50,
sta,Final Setup Violations,0,
==> per-layer routing <==
layer	vias to the layer above	part of all wire (%)	track usage (%)
met5	-	0	0
li1	3489	-	-
met4	0	1.5	3.339
met3	25	6.8	2.090
met2	257	45	36.82
met1	3291	47	33.91
==> kinds of logic (layout without fill, tap and decap cells) <==
group	after synthesis	count (layout)	share of synthesized area (%)
and+or+nand+nor	293	293	24.39
buffers and inverters	167	216	11.12
AOI/OAI and AO/OA	352	352	40.49
muxes	13	13	2.246
xor gates and xnor gates	5	5	0.7415
adders and majority gates	98	98	21.02
==> critical path: stages <==
cell and delay (ns):
clkdlybuf4s50_1 0.46, buf_4 0.48, inv_1 0.38, a32o_1 0.37, a2111oi_2 0.41, a211oi_1 0.13, a311o_1 0.37, a31oi_1 0.29
nand4b_1 0.21, or4_1 0.53, nor3_1 0.19, or4b_1 0.52, nor4_2 0.26, clkdlybuf4s50_1 0.49
==> report_power, final <==
part	total (mW)	leakage [nW]	switching, mW	internal, mW
combinational	0.295	3.07	0.171	0.125
clock	0	0	0	0
sequential	0	0	0	0
total	0.295	3.07	0.171	0.125
==> area by class of cell <==
class                      count  area [um^2]
timing repair buffer         111         1081
fill                        2096        11960
inverter                     105        394.1
tap                          260        325.3
multi-input combinational    761         5256
==> cell usage in the layout (no fill, tap or decap), drive strengths merged, types with 7 or more instances in the layout <==
master         instances
a2111oi                8
a211oi                21
a21o                  15
a21oi                 99
a221oi                 9
a22oi                  8
a31oi                  8
and2                   8
buf                   11
clkdlybuf4s50        100
ha                    96
inv                  105
mux2i                 11
nand2                 74
nand2b                12
nand3                 16
nand4                 14
nor2                  88
nor2b                 13
nor3                  22
nor4                  14
o211ai                14
o21a                  12
o21ai                 62
o21bai                 9
o221ai                 8
o22ai                  7
o31ai                 10
==> stage by stage <==
step | setup slack (ns) | power, mW
after global placement | 3.756 | 0.2913
final | 3.640 | 0.2954
after floorplan | 5.591 | 0.1780
after global routing | 3.432 | 0.3236
after CTS | 3.710 | 0.2920
after detailed placement | 3.711 | 0.2904
==> how the worst min path moves through the flow <==
stage	startpoint	endpoint
4_1_cts	ALUOperation[0]	w[3]
5_1_grt	ALUOperation[0]	w[3]
6_report	ALUOperation[0]	w[3]
No activity file was given, so power comes from the tool's default toggle rates.
