## design/flow/config.mk

```make
export PLATFORM = sky130hd
export DESIGN_NAME = controller
export DESIGN_NICKNAME = controller
export VERILOG_FILES = /design/flow/design.v
export SDC_FILE = /design/flow/constraint.sdc
export NUM_CORES = 4
export LEC_CHECK = 1
export CORE_AREA = 10 10 89 89
export DIE_AREA = 0 0 99 99
```

## design/flow/constraint.sdc

```tcl
current_design controller

set clk_period 3.2
set clk_io_pct 0.2

create_clock -name clk0 -period $clk_period [get_ports {clk}]

set non_clock_inputs [all_inputs -no_clocks]
set_input_delay [expr $clk_period * $clk_io_pct] -clock clk0 $non_clock_inputs
set_output_delay [expr $clk_period * $clk_io_pct] -clock clk0 [all_outputs]
```

## design/flow/design.v

```verilog
`timescale 1ns/1ns
module ALU_Controller(input [2:0] func3,input [6:0] func7, input [1:0] ALUOp, output reg [2:0] ALUOperation);
    parameter [2:0] ADD = 0, SUB = 1, AND = 2, OR = 3, LUI = 4, SLT = 5, SLTU = 6, XOR = 7;
    parameter [1:0] LS_W = 0, B_T = 1, RI_T = 2, U_T = 3;
    always @(ALUOp , func3 , func7)begin
        case (ALUOp)
            LS_W  : ALUOperation <= ADD;
            B_T   : ALUOperation <= SUB;
            RI_T  : ALUOperation <= 
                        (func3 == 3'b000 & func7 == 1'b0) ? ADD:
                        (func3 == 3'b000 & func7 == 1'b1) ? SUB:
                        (func3 == 3'b111) ? AND:
                        (func3 == 3'b110) ? OR:
                        (func3 == 3'b010) ? SLT: 
                        (func3 == 3'b011) ? SLTU: 3'bzzz;
            U_T   : ALUOperation <= LUI;
            default: ALUOperation <= ADD;
        endcase
    end
endmodule
`timescale 1ns/1ns
module controller(clk, rst, op, func3, func7, zero, lt, PCWrite, AdrSrc, MemWrite, IRWrite, ResultSrc, AluControl, AluSrcB, AluSrcA, ImmSrc, RegWrite, done);
parameter [4:0] S0 = 0, S1 = 1, S2 = 2, S3 = 3, S4 = 4, S5 = 5, S6 = 6, S7 = 7, S8 = 8, S9 = 9, S10 = 10, S11 = 11, S12 = 12, S13 = 13, S14 = 14, S15 = 15, S16 = 16, S17 = 17, S18 = 18, S19 = 19, S20 = 20;
input clk, rst, zero, lt;
input[6:0] op, func7;
input [2:0] func3;
output reg PCWrite, AdrSrc, MemWrite, IRWrite, RegWrite, done;
output reg[1:0] ResultSrc, AluSrcB, AluSrcA;
output reg[2:0] ImmSrc;
output[2:0] AluControl;
reg [1:0]ALUOp;
reg branch;
reg[4:0] ns, ps = S0;
wire beq, bne, blt, bge, sub_condition;
assign beq = branch & (func3 == 3'b000);
assign bne = branch & (func3 == 3'b001);
assign blt = branch & (func3 == 3'b100);
assign bge = branch & (func3 == 3'b101);
assign sub_condition = (op == 7'b0110011 & func7 == 7'b0100000);
ALU_Controller ALUC(func3, sub_condition, ALUOp, AluControl);
always@(ps, op, ns) begin
 ns = S0;
case(ps)
  S0: ns = S1;
  S1:  begin       if (op == 7'b0000011) begin ns = S3;  end  
              else if (op == 7'b0100011) begin ns = S6;  end  
              else if (op == 7'b0110011) begin ns = S8;  end  
              else if (op == 7'b1100011) begin ns = S2;  end  
              else if (op == 7'b0010011) begin ns = S10; end  
              else if (op == 7'b1100111) begin ns = S12; end  
              else if (op == 7'b1101111) begin ns = S15; end  
              else if (op == 7'b0110111) begin ns = S18; end  
              else begin  ns = S20; end  
  end
  S2:  ns = S0;
  S3:  ns = S4;
  S4:  ns = S5;
  S5:  ns = S0; 
  S6:  ns = S7; 
  S7:  ns = S0; 
  S8:  ns = S9; 
  S9:  ns = S0; 
  S10: ns = S11;
  S11: ns = S0;
  S12: ns = S13;
  S13: ns = S14; 
  S14: ns = S0; 
  S15: ns = S16; 
  S16: ns = S17;
  S17: ns = S0;
  S18: ns = S19; 
  S19: ns = S0; 
  S20: ns = S20; 
  endcase
end
always@(ps, beq, bne, blt, bge, zero, lt) begin
 {PCWrite, AdrSrc, MemWrite, IRWrite, RegWrite, branch, done, ResultSrc, AluSrcB, AluSrcA, ALUOp, ImmSrc} = 18'b0;
  case(ps)
  S0:   begin IRWrite = 1; AluSrcB = 2'b10; ResultSrc = 2'b10; PCWrite = 1;  end
  S1:   begin AluSrcB = 2'b01; AluSrcA = 2'b01; ImmSrc = 3'b010; end
  S2:   begin AluSrcA = 2'b10; ALUOp = 2'b01; branch = 1; 
        PCWrite = (beq & zero)  ? 1:
						      (bne & ~zero) ? 1:
						      (blt & lt)   ? 1:
						      (bge & ~lt)  ? 1:0;
        end
  S3:   begin AluSrcA = 2'b10; AluSrcB = 2'b01; end
  S4:   begin AdrSrc = 1; end
  S5:   begin ResultSrc = 2'b01; RegWrite = 1; end
  S6:   begin ImmSrc = 3'b001; AluSrcA = 2'b10; AluSrcB = 2'b01; end
  S7:   begin AdrSrc = 1; MemWrite = 1; end
  S8:   begin AluSrcA = 2'b10; ALUOp = 2'b10; end
  S9:   begin RegWrite = 1; end
  S10:  begin AluSrcA = 2'b10; AluSrcB = 2'b01; ALUOp = 2'b10;  end
  S11:  begin RegWrite = 1;  end
  S12:  begin AluSrcA = 2'b10; AluSrcB = 2'b01; end
  S13:  begin PCWrite = 1; AluSrcA = 2'b01; AluSrcB = 2'b10; end
  S14:  begin RegWrite = 1; end
  S15:  begin AluSrcA = 2'b01; AluSrcB = 2'b01; ImmSrc = 3'b011; end
  S16:  begin PCWrite = 1; AluSrcA = 2'b01; AluSrcB = 2'b10; end
  S17:  begin RegWrite = 1; end
  S18:  begin ImmSrc = 3'b100; AluSrcB = 2'b01; ALUOp = 2'b11; end
  S19:  begin RegWrite = 1; end
  S20:  begin done = 1; end
  endcase
end
always@(posedge clk) begin
 ps <= ns;
end
endmodule
```

## design/flow/run.sh

```bash
#!/bin/bash
# OpenROAD 26Q1-2900-gdf79404cd8, Yosys 0.63+post, stock flow scripts
make -C /OpenROAD-flow-scripts/flow DESIGN_CONFIG=/design/flow/config.mk WORK_HOME=/design/flow/orfs finish
```

==> impl_metrics.py <==
# Auto-generated metrics
metrics = {
    "clock_tree": {
        "clkSlewWorstSetupHoldPaths_ps": 40,
        "cts.repair.resized": 0,
        "clkLatencyLatePin_ps": 220,
        "cts_buffers": 3,
        "h-tree-depth": 1,
        "cts_root_buffer": "clkbuf_8",
        "cts_buffer_depth": 2,
        "cts_sinks": 5,
        "hold_buffers": 0,
        "post_cts.repair.setup_buffers": 0,
        "cts_tree": "yes",
    },
    "layout": {
        "largest_reg_flops": 5,
        "area.growth.synth_to_final_pct": 47.6,
        "top_register": "ps",
        "drive_gt1_frac": 0.0750,
        "reg_top3": "ps: 5 flops",
    },
    "setup_path": {
        "crit_path_start_kind": "primary input",
        "cp.required_ps": 2560,
        "critPathCaptureType": "output port",
        "cp_max_fo": 5,
        "cp.arrival_ps": 2350,
        "crit_type": "primary input to output port",
    },
    "synthesis": {
        "ys_cells": 128,
        "syn-cell-area_um2": 881,
        "numSynthFlops": 5,
        "ys.warnings.count": 4,
        "synth.avg_cell_area_um2": 6.88,
        "common_cells": "13 x a21oi_1, 11 x nand2_1, 10 x nor3_1",
        "yosysTopAreaCellShare": 0.114,
        "synth_cell_types": 48,
        "async_flop_share": 0,
        "ys_seq_share": 0.114,
        "flop_cell": "dfxtp_1",
        "synth_top_cell_by_count": "a21oi_1",
        "syn_inst": 128,
        "yosysChipArea_um2": 881,
        "top_cells_by_area": "dfxtp_1 11%, clkbuf_8 7.8%, a21oi_1 7.4%, nor2b_1 6.4%, nor3_1 5.7%",
        "edf_count": 0,
        "synth_area_leader_cell": "dfxtp_1",
    },
    "floorplan": {
        "die_y_um": 99,
        "io_pins": 39,
        "dieArea_mm2": 0.00980,
        "fp_util": 0.147,
        "die_w_um": 99,
        "core_mm2": 0.00599,
        "rows": 28,
    },
    "route": {
        "drt_wl_total_mm": 2.86,
        "vias_per_cell": 4.50,
        "dr.max_layer_used": "met4",
        "drt_iter0_drc": 130,
        "met3_length_um": 243,
        "dr.pass1.iters": 4,
        "met1_length_mm": 1.42,
        "wire_per_inst_um": 12.1,
        "drtAntennaViolNets": 0,
        "dr_total_vias": 1058,
        "insertedDiodeCount": 0,
        "drc": 0,
        "wl_met2_mm": 1.15,
    },
    "global_routing": {
        "grt_util_all_layers": 0.0568,
        "grt_start_max_net_pins": 27,
        "grt_pass1_vias": 971,
        "grt_pass1_wl_mm": 4.93,
        "antenna_found_initial": 0,
        "grt-ovfl-total": 0,
    },
    "place": {
        "gp_congestion": 0.858,
        "place_hpwl_mm": 2.23,
        "io_buffers": 37,
        "dp_slack_ps": 191,
    },
    "run": {
        "cap_viol_max_count": 0,
        "warning_count": 26,
    },
    "sta": {
        "relSlewSlack": 0.477,
        "fmax_mhz": 335,
        "tns_ps": 0,
        "period_minus_slack_ps": 2990,
        "setup_viol": 0,
        "rsz0062_at_grt": "false",
        "skew_ps": 0.652,
        "finalMaxSlewViolations": 0,
        "finalCritPeriodShare": 0.933,
        "hold_viol_final": 0,
        "worst_slack_ps": 213,
        "tightest_slew_ps": 783,
    },
    "pwr": {
        "ir_worst_vdd_v": 0.000226,
        "power.total_uw": 948,
        "pwr_density_cell_mw_per_mm2": 729,
        "p_leak_uw": 0.000425,
    },
    "outcome": {
        "status": "complete, no violations",
    },
    "min_path": {
        "hold_path.class": "register to register",
    },
}
## per-layer routing
metal,global-route usage,up-vias
li1,-,549
met1,0.0866,460
met2,0.0746,47
met3,0.0169,2
met4,0.0121,0
met5,0,-
## power by group
group / internal [uW] / switching (uW) / total, uW
combinational: 357 / 265 / 622
clock: 85.7 / 32.7 / 118
sequential: 92.0 / 116 / 208
total: 535 / 413 / 948
## through the flow
stage | utilization | cells | hold slack [ps] | instance area (um2)
6_report | 0.217 | 235 | 647 | 1300
5_1_grt | 0.217 | 235 | 744 | 1300
4_1_cts | 0.217 | 235 | 651 | 1300
3_5_place_dp | 0.209 | 231 | 636 | 1250
3_3_place_gp | 0.209 | 231 | 645 | 1250
2_1_floorplan | - | 128 | 556 | 881
## critical path, stage by stage
cell	delay, ps
clkdlybuf4s50_1	480
nor4b_1	350
nand2_1	100
nor3_1	170
o21a_1	150
clkdlybuf4s50_1	460
## cell type report
type,instances,area (um2)
timing repair buffer,39,385
clock buffer,4,45.0
fill,642,4690
sequential,5,100
inverter,4,15.0
tap,75,93.8
multi-input combinational,108,661
## final timing paths
path	from	to	slack (ps)	cells after the start
setup reg to reg	ps[3]$_DFF_P_	ps[0]$_DFF_P_	1520	4
setup / recovery	func3[1]	AluControl[0]	210	6
hold / removal	ps[0]$_DFF_P_	ps[2]$_DFF_P_	650	3
hold reg to reg	ps[0]$_DFF_P_	ps[2]$_DFF_P_	650	3
## layout by cell type (no fill, tap or decap), types with 2 or more instances in the layout
cell             instances
a211oi_1                 2
a21o_1                   2
a21oi_1                 13
buf_4                    2
clkbuf_8                 3
clkdlybuf4s50_1         37
dfxtp_1                  5
inv_1                    4
nand2_1                 11
nand2b_1                 6
nand3_1                  3
nand4_1                  2
nor2_1                   8
nor2b_1                  9
nor3_1                  10
nor4_1                   5
nor4b_1                  2
o21ai_0                  6
or3_1                    2
## cell families (layout without fill, tap and decap cells)
group	count (synthesis)	count (layout)	synth area share
multiplexers	1	1	0.0114
AND/OR/NAND/NOR	67	67	0.426
AND-OR/OR-AND	39	39	0.303
XOR/XNOR	1	1	0.00994
buffers and inverters	15	47	0.136
flip-flops	5	5	0.114
No activity file was given, so power comes from the tool's default toggle rates.
