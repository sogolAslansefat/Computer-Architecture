### design/flow/run.sh
#!/bin/bash
# OpenROAD 26Q1-2900-gdf79404cd8, Yosys 0.63+post, stock flow scripts
make -C /OpenROAD-flow-scripts/flow DESIGN_CONFIG=/design/flow/config.mk WORK_HOME=/design/flow/orfs finish
### design/flow/config.mk
export PLATFORM = sky130hd
export DESIGN_NAME = mux3_to_1
export DESIGN_NICKNAME = mux3_to_1
export VERILOG_FILES = /design/flow/design.v
export SDC_FILE = /design/flow/constraint.sdc
export NUM_CORES = 4
export LEC_CHECK = 1
export CORE_AREA = 10 10 88 88
export DIE_AREA = 0 0 98 98
### design/flow/constraint.sdc
current_design mux3_to_1

set clk_period 2.6
set clk_io_pct 0.2

create_clock -name clk0 -period $clk_period

set non_clock_inputs [all_inputs -no_clocks]
set_input_delay [expr $clk_period * $clk_io_pct] -clock clk0 $non_clock_inputs
set_output_delay [expr $clk_period * $clk_io_pct] -clock clk0 [all_outputs]
### design/flow/design.v
module mux3_to_1(input [31:0] x, input [31:0] y, input [31:0] z, input [1:0] sel, output [31:0] ou);
    assign ou = (sel==2'b00)? x:
		(sel==2'b01)? y: z;
endmodule
==> changes_impl.md <==
### Metrics

- Yosys chip area: 714 µm²
- Initial antenna violation count: 0
- CP max stage delay: 0.50 ns
- Critical path startpoint category: primary input
- First-pass iteration count of the detailed router: 4
- Top cells by count: mux2i_1, nand2_1, o21ai_1
- Post-synthesis sequential area ratio: 0
- Post_cts resized: 0
- Crit path arrival time: 1.80 ns
- Type of the worst setup path: primary input to output pin
- PortBufs: 130
- Worst slew pin tran: 0.403 ns
- Global route hottest layer: met2
- Area growth syn-to-layout: 185%
- Detail Placement HPWL: 3620 µm
- Via/cell ratio: 3.77
- CP bufs+invs: 3
- Max capacitance violation total: 0
- WHS: 1.82 ns
- Leak: 0.831 nW
- Crit. End Element: output pin
- Hold buffer count at CTS: 0
- Final Cycle Share: 0.891
- Max-area cell share: 0.448
- Syn Area/Cell: 6.68 µm²
- OpenROAD warning count: 32
- Mapped Cells: 107
- Post-route insts no fill: 303
- 1st-iter DRT viols: 19
- Die extent in x: 98 µm
- Dpl cells: 303
- Gp weighted congestion: 0.783
- Worst EP required: 2.08 ns
- WL per Instance: 13.7 µm
- FF+latch count: 0
- Row count: 28
- Vias in the first global route: 1115
- Met3 usage: 0.0526
- Via count: 1142
- Final Hold Vio Count: 0
- Fraction of layout cells with a size suffix above 1: 0.0263
- Final Slew Violations: 0
- I/O pin count: 130
- Status: completed
- Min-Delay Path Class: primary input to output pin
- Gr usage total: 0.0777
- RSZ-0062 raised after global routing: false
- FP Core Util: 0.121
- GR Util met2: 0.129
- Worst VDD drop: 73.7 µV
- Critical path's top delay family: buffers and inverters
- WL final: 4140 µm
- Post-DP Area: 2030 µm²
- Slew HR: 0.731
- Distinct cell type count after synthesis: 8
- First-pass GRT wire length: 6290 µm
- Crit path time final: 2.32 ns
- Largest net degree at the start of global routing: 43
- Fin area: 2030 µm²
- Pwr/cell area: 156 nW/µm²
- Diodes inserted: 0
- Yosys warns: 0
- Die area: 9600 µm²
- Yosys Instances: 107
- Mapped Area: 714 µm²
- Sequential cell area: 0 µm²
- Count of final setup violators: 0
- Met1 Use GR: 0.0851
- Clock Buffer Count: 0
- FMAX: 432 MHz
- Antenna-violating nets left: 0
- Die H: 98 µm
- CP max-delay cell: clkdlybuf4s50_1
- Worst path cell trace: buf_2, buf_12, nand2_1, o21ai_1, clkdlybuf4s50_1
- DRC errors left: 0
- Setup TNS: 0 ns
- Top cells by area: mux2i_1, o21ai_1, nand2_1
- Total core area: 5920 µm²
- CP max FO: 42
- Cell taking the most area after synthesis: mux2i_1
- Overflow after GRT: 0
- Setup Fix Bufs, Post-CTS: 0
cells in the final DEF, fill, tap and decap left out:
| cell type | n |
|---|---|
| buf_12 | 2 |
| buf_2 | 2 |
| clkdlybuf4s50_1 | 128 |
| mux2i_1 | 32 |
| nand2_1 | 32 |
| o21ai_0 | 2 |
| o21ai_1 | 28 |
| o21ai_2 | 2 |
report_power, final:
part / internal (mW) / switching [mW] / total (mW)
combinational: 0.239 / 0.0788 / 0.318
clock: 0 / 0 / 0
sequential: 0 / 0 / 0
total: 0.239 / 0.0788 / 0.318
kinds of logic (layout without fill, tap and decap cells):
family | Yosys count | after routing | synth area share
AND/OR/NAND/NOR | 32 | 32 | 0.168
AND-OR/OR-AND | 32 | 32 | 0.235
buffers and inverters | 11 | 132 | 0.149
multiplexers | 32 | 32 | 0.448
through the flow:
| stage | total power [mW] | setup WS [ns] | util |
|---|---|---|---|
| final | 0.318 | 0.284 | 0.343 |
| after global routing | 0.348 | 0.149 | 0.343 |
| after CTS | 0.326 | 0.245 | 0.343 |
| after detailed placement | 0.324 | 0.242 | 0.343 |
| after global placement | 0.323 | 0.253 | 0.343 |
| after floorplan | 0.0891 | 1.06 | - |
layout make-up:
class,instances,area [µm²]
repair buffers,132,1330
multi-input cells,96,608
well taps,75,93.8
fillers,617,3890
routing by layer:
layer / wire length [µm] / vias to the layer above
met2: 1820 / 79
met4: 0 / 0
met3: 704 / 0
met1: 1610 / 445
li1: - / 618
met5: 0 / -
worst paths after layout:
check,depth (start not counted),from,slack [ns],end
min,4,sel[1],1.82,ou[4]
max,5,sel[1],0.28,ou[22]
Power is estimated from default activity; no workload was simulated.
